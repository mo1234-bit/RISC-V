===== flow/config.mk =====
export PLATFORM = sky130hd
export DESIGN_NAME = address
export DESIGN_NICKNAME = address
export VERILOG_FILES = /design/flow/design.v
export SDC_FILE = /design/flow/constraint.sdc
export NUM_CORES = 4
export LEC_CHECK = 1
export CORE_AREA = 10 10 70 70
export DIE_AREA = 0 0 80 80
export SYNTH_MEMORY_MAX_BITS = 65536

===== flow/design.v =====
module address (
    input wire wr,
    input wire clk,     
    input wire rst_n,   
    input wire valid,   
    input wire [4:0]rs1, 
    input wire [4:0]rs2, 
    output wire [24:0]cache_address_i,
    output wire[3:0]byte_en
);
wire [9:0]rs1_rs2;
assign rs1_rs2={rs2,rs1};
reg [31:0]address; 
reg[31:0]mem[1024:0];
integer w;
always @(posedge clk) begin
    if (!rst_n) begin
        address<=0;
    end
    else if (valid)
        address<=mem[rs1_rs2];
end
assign cache_address_i=(wr)?{address[24:2],2'b11}:address[24:0];
assign byte_en=address[6:3];
initial begin
w=0;
for (w = 0; w < 1024; w = w + 1)
    mem[w]={7'd0,w[13:0],w[8:0],2'b00};
end
endmodule

===== flow/run.sh =====
#!/bin/bash
# OpenROAD 26Q1-2900-gdf79404cd8, Yosys 0.63+post, stock flow scripts
make -C /OpenROAD-flow-scripts/flow DESIGN_CONFIG=/design/flow/config.mk WORK_HOME=/design/flow/orfs finish

===== flow/constraint.sdc =====
current_design address

set clk_period 1.1
set clk_io_pct 0.2

create_clock -name clk0 -period $clk_period [get_ports {clk}]

set non_clock_inputs [all_inputs -no_clocks]
set_input_delay [expr $clk_period * $clk_io_pct] -clock clk0 $non_clock_inputs
set_output_delay [expr $clk_period * $clk_io_pct] -clock clk0 [all_outputs]

==> summary.txt <==
run metrics: status finished, final reports clean, number of cells in Yosys stat 51, Top cell area share 38.5%, ys async rst share 0%, count of library flops with an enable pin 0, dominant cell by count in the synthesized netlist buf_4, fin worst setup slack 43.7 ps, Sw Share 21.0%, core footprint 3420 um2, clk_skew 0 ps, fraction of layout cells with a size suffix above 1 35.8%, Tool Warnings 26, power per cell area 1060 nW/um2, yosys warning tally 1, Comb pwr share 19.2%, Max Buffers Root-to-Sink 2, drt via density 3.25, Site Rows 21, GRT Total Usage 4.45%, maximum clock rate 947 MHz, top flop regs address: 10 flops, vias in the first global route 431, CTS tree yes, critical path data arrival time 840 ps, port bufs 35, CP top delay family flip-flops, syn_area_per_cell 10.2 um2, CP endpoint kind primary output, final setup vio count 0, setup TNS 0 ps, Setup WS pre-CTS -151 ps, crit path max fanout 2, Post-DP HPWL 1.22 mm, critical path class reg -> out, Area Overhead vs Synth 64.2%, grt total ovfl 0, crit path buf inv count 1, crit-path cells dlygate4sd2_1, ys flops 10, clk sink count 10, fin crit share 96.0%, largest reg by FF count address, max-slew violations 0, CTS HTree Levels 1, CTS buffer count 3, initial antenna violation count 0, dpl cell area 801 um2, distinct lib cells 6, Latency at later pin 260 ps, Top Ports 43, post-DR wirelength/cell 12.2 um, min-delay worst type in -> out, design area 855 um2, Clock Power Share 36.4%, min cycle time layout 1060 ps, first-pass GRT wire length 2.20 mm, worst hold slack 440 ps, 1st-iter DRT viols 4, Psw 190 uW, Die Wd 80 um, startpoint types flip-flop, via count 413, top cells by area dfxtp_1 38%, buf_4 27%, mux2i_1 19%, Chip Area, Yosys 520 um2, FP Core Util 15.2%, Cells after Synth 51, WL final 1.54 mm, Static Leak 0.439 nW, Peak VDD IR 266 uV, Seq/Total Area, Yosys 38.5%, filler instances 380, # hold bufs at CTS 0, Slowest Stage Delay on Critical Path 330 ps, sequential share of power 44.4%, routability cong. 0.729, antenna-violating nets left 0, slowest stage cell, crit path dfxtp_2, Worst-path clk slew 70 ps, Commonest flop dfxtp_1, Final Hold Viols 0, Die ar. 6400 um2, crit path DRT 880 ps, Die Height 80 um, top cell type by total area after synthesis dfxtp_1, # diodes 0, max reg flops 10, Clock Root Buffer clkbuf_4, Pint 716 uW, DRT Pass-1 Iters 2, RSZ-0062 raised after global routing no, commonest cells in the netlist 19 x buf_4, 10 x dfxtp_1, 10 x mux2i_1, 10 x nor2b_1, largest net degree at the start of global routing 11, number of remaining DRC errors 0, max-cap check violation count 0, Post-Syn Area 520 um2, Tot Pwr 906 uW
-- layout make-up --
class	count	area [um2]	area share, %
sequential	10	213	24.9
multi-input combinational	24	178	20.8
clock buffer	4	36.3	4.25
timing repair buffer	43	370	43.3
tap	46	57.6	6.73
-- worst paths after layout --
path | start | endpoint | slack, ps | cells past startpoint
worst max register to register | address[17] | address[17] | 370 | 3
worst max-delay path | address[20] | cache_address_i[20] | 40 | 1
worst min-delay path | wr | cache_address_i[0] | 440 | 0
worst min register to register | address[16] | address[16] | 520 | 2
-- through the flow --
stage | instances | utilization [%]
after global placement | 117 | 23.4
after detailed placement | 117 | 23.4
after CTS | 127 | 25.2
after global routing | 127 | 25.0
final | 127 | 25.0
after floorplan | 54 | -
-- layer usage --
metal	GRT usage (%)	part of all wire (%)	vias up
met4	0.176	0.39	0
met3	3.52	16	2
met1	5.13	41	185
met5	0	0	-
met2	6.66	42	27
li1	-	-	199
-- power groups by stage --
stage	clock, mW	combinational, mW	sequential (mW)
4_1_cts	0.348	0.181	0.403
5_1_grt	0.363	0.192	0.407
6_report	0.330	0.174	0.403
-- placed cells by master (no fill, tap or decap) --
cell type,n
buf_6,4
dfxtp_2,10
clkbuf_8,1
nor2b_1,10
clkbuf_4,3
clkbuf_2,1
clkdlybuf4s50_1,12
buf_2,6
conb_1,4
mux2i_1,10
buf_4,4
dlygate4sd2_1,16
-- cells by family (layout without fill, tap and decap cells) --
family / after synthesis / count (layout) / share of synthesized area [%]
buffers and inverters: 20 / 47 / 29.6
multiplexers: 10 / 10 / 19.2
flip-flops: 10 / 10 / 38.5
AND/OR/NAND/NOR: 10 / 10 / 12.0
other: 1 / 4 / 0.720
-- worst reg2reg max path: cells and delay by family (launching register included) --
| family | cells | cell delay, ps |
|---|---|---|
| buffers and inverters | 1 | 110 |
| muxes | 1 | 130 |
| and+or+nand+nor | 1 | 60 |
| DFF | 1 | 330 |
-- repair_timing --
item / CTS / global route
buffers inserted: 6 / 0
gates resized: 50 / 1
gates cloned: 0 / 0
endpoints found under the setup margin: 23 / 1
Power is estimated from default activity; no workload was simulated.
