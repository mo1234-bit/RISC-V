==> flow/design.v <==
module ALU_Decoder( input [1:0]ALUOp,
    input [2:0]funct3,
    input [6:0]funct7,op,
    output [2:0]ALUControl
);
    assign ALUControl = (ALUOp == 2'b00) ? 3'b000 :
                        (ALUOp == 2'b01) ? 3'b001 :
                        ((ALUOp == 2'b10) & (funct3 == 3'b000) & ({op[5],funct7[5]} == 2'b11)) ? 3'b001 : 
                        ((ALUOp == 2'b10) & (funct3 == 3'b000) & ({op[5],funct7[5]} != 2'b11)) ? 3'b000 : 
                        ((ALUOp == 2'b10) & (funct3 == 3'b010)) ? 3'b101 : 
                        ((ALUOp == 2'b10) & (funct3 == 3'b110)) ? 3'b011 : 
                        ((ALUOp == 2'b10) & (funct3 == 3'b111)) ? 3'b010 : 
                                                                  3'b000 ;
endmodule
module Control_Unit_Top(  input [6:0]Op,funct7,
    input [2:0]funct3,
    output RegWrite,ALUSrc,MemWrite,ResultSrc,Branch,
    output [1:0]ImmSrc,
    output [2:0]ALUControl,
    output fadd,fsub,fmul,fdiv,fload,fstore,fsqrt,FRegWrite);
    wire [1:0]ALUOp;
    Main_Decoder Main_Decoder(
                .Op(Op),
                .funct7(funct7),
                .RegWrite(RegWrite),
                .ImmSrc(ImmSrc),
                .MemWrite(MemWrite),
                .ResultSrc(ResultSrc),
                .Branch(Branch),
                .ALUSrc(ALUSrc),
                .ALUOp(ALUOp),
                .fadd(fadd),
                .fsub(fsub),
                .fmul(fmul),
                .fdiv(fdiv),
                .fload(fload),
                .fstore(fstore),
                .fsqrt(fsqrt),
                .FRegWrite(FRegWrite)
    );
    ALU_Decoder ALU_Decoder(
                            .ALUOp(ALUOp),
                            .funct3(funct3),
                            .funct7(funct7),
                            .op(Op),
                            .ALUControl(ALUControl)
    );
endmodule
module decode_cycle( input clk, rst, RegWriteW,FRegWriteW,
    input [4:0] RDW,
    input [31:0] InstrD, PCD, PCPlus4D, ResultW,
    output RegWriteE,ALUSrcE,MemWriteE,ResultSrcE,BranchE,
    output [2:0] ALUControlE,
    output [31:0] RD1_E, RD2_E,FRD1_E,FRD2_E, Imm_Ext_E,
    output [4:0] RS1_E, RS2_E, RD_E,
    output [31:0] PCE, PCPlus4E,
    input o_p_waitrequest,
    output faddE,fsubE,fmulE,fdivE,floadE,fstoreE,fsqrtE,FRegWrite_E,is_FOP);
    wire RegWriteD,ALUSrcD,MemWriteD,ResultSrcD,BranchD;
    wire [1:0] ImmSrcD;
    wire [2:0] ALUControlD;
    wire [31:0] RD1_D, RD2_D,FRD1_D,FRD2_D, Imm_Ext_D;
    wire fadd,fsub,fmul,fdiv,fload,fstore,fsqrt,FRegWriteD;
    reg RegWriteD_r,ALUSrcD_r,MemWriteD_r,ResultSrcD_r,BranchD_r;
    reg [2:0] ALUControlD_r;
    reg [31:0] RD1_D_r, RD2_D_r,FRD1_D_r,FRD2_D_r, Imm_Ext_D_r;
    reg [4:0] RD_D_r, RS1_D_r, RS2_D_r;
    reg [31:0] PCD_r, PCPlus4D_r;
    reg  faddr,fsubr,fmulr,fdivr,floadr,fstorer,fsqrtr,FRegWrite_r;
    assign is_FOP=(faddr || fsubr || fmulr || fdivr || floadr || fstorer || fsqrtr || FRegWrite_r)?1:0;
    Control_Unit_Top control (
                            .Op(InstrD[6:0]),
                            .RegWrite(RegWriteD),
                            .ImmSrc(ImmSrcD),
                            .ALUSrc(ALUSrcD),
                            .MemWrite(MemWriteD),
                            .ResultSrc(ResultSrcD),
                            .Branch(BranchD),
                            .funct3(InstrD[14:12]),
                            .funct7(InstrD[31:25]),
                            .ALUControl(ALUControlD),
                            .fadd(fadd),
                            .fsub(fsub),
                            .fmul(fmul),
                            .fdiv(fdiv),
                            .fload(fload),
                            .fstore(fstore),
                            .fsqrt(fsqrt),
                            .FRegWrite(FRegWriteD)
                            );
    freg_file frf(
        .clk(clk),
        .rst_n(rst),
        .F_WD(ResultW),
        .rs1(InstrD[19:15]),
        .rs2(InstrD[24:20]),
        .rd(RDW),
        .WE(FRegWriteW),
        .F_RD1(FRD1_D),
        .F_RD2(FRD2_D));
    Register_File rf (
                        .clk(clk),
                        .rst(rst),
                        .WE3(RegWriteW),
                        .WD3(ResultW),
                        .A1(InstrD[19:15]),
                        .A2(InstrD[24:20]),
                        .A3(RDW),
                        .RD1(RD1_D),
                        .RD2(RD2_D)
                        );
    Sign_Extend extension (
                        .In(InstrD[31:0]),
                        .Imm_Ext(Imm_Ext_D),
                        .ImmSrc(ImmSrcD)
                        );
    always @(posedge clk or negedge rst) begin
        if(rst == 1'b0) begin
            RegWriteD_r <= 1'b0;
            ALUSrcD_r <= 1'b0;
            MemWriteD_r <= 1'b0;
            ResultSrcD_r <= 1'b0;
            BranchD_r <= 1'b0;
            ALUControlD_r <= 3'b000;
            RD1_D_r <= 32'h00000000; 
            RD2_D_r <= 32'h00000000; 
            Imm_Ext_D_r <= 32'h00000000;
            RD_D_r <= 5'h00;
            PCD_r <= 32'h00000000; 
            PCPlus4D_r <= 32'h00000000;
            RS1_D_r <= 5'h00;
            RS2_D_r <= 5'h00;
             faddr<=1'b0;
            fsubr<=1'b0;
            fmulr<=1'b0;
            fdivr<=1'b0;
            floadr<=1'b0;
            fstorer<=1'b0;
            fsqrtr<=1'b0;
            FRD1_D_r<=0;
            FRD2_D_r<=0;
            FRegWrite_r<=0;
        end
        else if(!o_p_waitrequest)begin
            RegWriteD_r <= RegWriteD;
            ALUSrcD_r <= ALUSrcD;
            MemWriteD_r <= MemWriteD;
            ResultSrcD_r <= ResultSrcD;
            BranchD_r <= BranchD;
            ALUControlD_r <= ALUControlD;
            RD1_D_r <= RD1_D; 
            RD2_D_r <= RD2_D; 
            Imm_Ext_D_r <= Imm_Ext_D;
            RD_D_r <= InstrD[11:7];
            PCD_r <= PCD; 
            PCPlus4D_r <= PCPlus4D;
            RS1_D_r <= InstrD[19:15];
            RS2_D_r <= InstrD[24:20];
            faddr<=fadd;
            fsubr<=fsub;
            fmulr<=fmul;
            fdivr<=fdiv;
            floadr<=fload;
            fstorer<=fstore;
            fsqrtr<=fsqrt;
            FRD1_D_r<=FRD1_D;
            FRD2_D_r<=FRD2_D;
            FRegWrite_r<=FRegWriteD;
        end
    end
    assign RegWriteE = RegWriteD_r;
    assign ALUSrcE = ALUSrcD_r;
    assign MemWriteE = MemWriteD_r;
    assign ResultSrcE = ResultSrcD_r;
    assign BranchE = BranchD_r;
    assign ALUControlE = ALUControlD_r;
    assign RD1_E = RD1_D_r;
    assign RD2_E = RD2_D_r;
    assign Imm_Ext_E = Imm_Ext_D_r;
    assign RD_E = RD_D_r;
    assign PCE = PCD_r;
    assign PCPlus4E = PCPlus4D_r;
    assign RS1_E = RS1_D_r;
    assign RS2_E = RS2_D_r;
    assign faddE=faddr;
    assign fsubE=fsubr;
    assign fmulE=fmulr;
    assign fdivE=fdivr;
    assign floadE=floadr;
    assign fstoreE=fstorer;
    assign fsqrtE=fsqrtr;
    assign FRD1_E=FRD1_D_r;
    assign FRD2_E=FRD2_D_r;
    assign FRegWrite_E=FRegWrite_r;
endmodule
module freg_file(input clk,rst_n,
	input [31:0]F_WD,
	input [4:0]rs1,rs2,rd,
	input WE,
	output [31:0]F_RD1,F_RD2);
reg [31:0]F_register[31:0];
assign F_RD1=(!rst_n)?32'd0:F_register[rs1];
assign F_RD2=(!rst_n)?32'd0:F_register[rs2];
integer i=0;
always @(posedge clk) begin
   if(!rst_n)begin
        for(i=0;i<32;i=i+1)  
       F_register[i] = 32'h00000000;
  end
  else if(WE)
  F_register[rd]<=F_WD;
end
endmodule
module Main_Decoder(input [6:0]Op,
    input [6:0]funct7,output FRegWrite,
    output fadd,fsub,fmul,fdiv,fload,fstore,fsqrt,
    output RegWrite,ALUSrc,MemWrite,ResultSrc,Branch,
    output [1:0]ImmSrc,ALUOp);
    assign fadd=(Op==7'b1010011&&funct7 == 7'b0000000)?1:0;
    assign fsub=(Op==7'b1010011&&funct7 == 7'b0000100)?1:0;
    assign fmul=(Op==7'b1010011&&funct7 == 7'b0001000)?1:0;
    assign fdiv=(Op==7'b1010011&&funct7 == 7'b0001100)?1:0;
    assign fsqrt=(Op==7'b1010011&&funct7 == 7'b0101100)?1:0;
    assign fload=(Op==7'b0000111)?1:0;
    assign fstore=(Op==7'b0100111)?1:0;
    assign FRegWrite=(fadd||fsub||fdiv||fmul||fsqrt)?1:0;
    assign RegWrite = (Op == 7'b0000011 | Op == 7'b0110011 | Op == 7'b0010011 ) ? 1'b1 :
                                                              1'b0 ;
    assign ImmSrc = (Op == 7'b0100011) ? 2'b01 : 
                    (Op == 7'b1100011) ? 2'b10 :    
                                         2'b00 ;
    assign ALUSrc = (Op == 7'b0000011 | Op == 7'b0100011 | Op == 7'b0010011) ? 1'b1 :
                                                            1'b0 ;
    assign MemWrite = (Op == 7'b0100011) ? 1'b1 :
                                           1'b0 ;
    assign ResultSrc = (Op == 7'b0000011) ? 1'b1 :
                                            1'b0 ;
    assign Branch = (Op == 7'b1100011) ? 1'b1 :
                                         1'b0 ;
    assign ALUOp = (Op == 7'b0110011) ? 2'b10 :
                   (Op == 7'b1100011) ? 2'b01 :
                                        2'b00 ;
endmodule
module Register_File(  input clk,rst,WE3,
    input [4:0]A1,A2,A3,
    input [31:0]WD3,
    output [31:0]RD1,RD2);
    reg [31:0] Register [31:0];
    always @ (posedge clk)
    begin
    if(WE3 & (A3 != 5'h00))
            Register[A3] <= WD3;
    end
    assign RD1 = (rst==1'b0) ? 32'd0 : Register[A1];
    assign RD2 = (rst==1'b0) ? 32'd0 : Register[A2];
integer i=0;
   initial begin
        for(i=0;i<32;i=i+1)  
       Register[i] = 32'h00000000;
  end
endmodule
module Sign_Extend (input [31:0] In,
    input [1:0] ImmSrc,
    output [31:0] Imm_Ext);
    assign Imm_Ext =  (ImmSrc == 2'b00) ? {{20{In[31]}},In[31:20]} : 
                     (ImmSrc == 2'b01) ? {{20{In[31]}},In[31:25],In[11:7]} : 32'h00000000; 
endmodule
==> flow/run.sh <==
#!/bin/bash
# OpenROAD 26Q1-2900-gdf79404cd8, Yosys 0.63+post, stock flow scripts
make -C /OpenROAD-flow-scripts/flow DESIGN_CONFIG=/design/flow/config.mk WORK_HOME=/design/flow/orfs finish
==> flow/config.mk <==
export PLATFORM = sky130hd
export DESIGN_NAME = decode_cycle
export DESIGN_NICKNAME = decode_cycle
export VERILOG_FILES = /design/flow/design.v
export SDC_FILE = /design/flow/constraint.sdc
export NUM_CORES = 4
export LEC_CHECK = 1
export CORE_UTILIZATION = 40
==> flow/constraint.sdc <==
current_design decode_cycle

set clk_period 2.2
set clk_io_pct 0.2

create_clock -name clk0 -period $clk_period [get_ports {clk}]

set non_clock_inputs [all_inputs -no_clocks]
set_input_delay [expr $clk_period * $clk_io_pct] -clock clk0 $non_clock_inputs
set_output_delay [expr $clk_period * $clk_io_pct] -clock clk0 [all_outputs]
==> impl.org <==
#+TITLE: Physical design notes

** Outcome
- Status :: complete, but fails checks
- The final reports fail on setup timing.

** Power and ir drop
- P_leak :: approximately 0.048 uW
- Power, Total :: 103000 uW
- In this run the VDD rail shows a maximum IR drop of around 0.62 mV.
- Power per Cell Area :: around 770 nW/um^2

** Synthesis
- Simple logic cell fraction of the synthesized area :: 0.0713
- Fraction of the mapped netlist area in compound gates :: 0.0482
- The number of cells reported by Yosys stat comes to about 6400.
- Predominant post-synthesis flop cell :: sky130_fd_sc_hd__edfxtp_1
- Of the post-synthesis cell area, the part taken by muxes is 0.238.
- Largest non-sequential cell family by area :: multiplexers
- Async set-or-reset flop fraction in the synthesized netlist :: 0.103
- Post-synth EDFFs :: a little over 2000
- Distinct cell type count after synthesis :: 52
- Post-Synthesis Cells :: between 6000 and 7000
- The cell-mix breakdown from Yosys lists the adder-cell area share as 0.
- Share of the synthesized area in the top cell type :: 0.560
- Total of flip-flops plus latches after synthesis :: roughly 2300
- Post-Syn Area :: between 100000 and 150000 um^2
- Top area cells in the synthesized netlist :: sky130_fd_sc_hd__edfxtp_1 56%, sky130_fd_sc_hd__mux4_2 20%, sky130_fd_sc_hd__and2_1 5.9%
- Yosys Warn Count :: 3
- Proportion of synthesized chip area in sequential cells :: 0.614
- Mean area per synthesized cell :: 17.3 um^2
- In this run, the synthesized area fraction spent on xor and xnor cells is recorded as 0.
- The stat command in Yosys gives a chip area of approximately 110000 um^2.
- Dominant cell type by area after synthesis :: sky130_fd_sc_hd__edfxtp_1

** Timing
- Share of the cycle needed by the critical path after routing :: 1.04
- Rel. slew slack :: 0.220
- Setup repair after global routing missed its margin :: yes
- After layout, the worst setup slack is -0.0890 ns.
- The final timing report lists a max-slew violation count of 0.
- In the final report, the number of endpoints failing setup comes to 2.
- Max Freq :: 0.437 GHz
- Per the final timing report, the hold violations number 0.
- Fin crit period :: about 2.3 ns
- Slew at the pin closest to its max-slew limit :: 1.17 ns
- For the final database, setup skew stands at between 0.04 and 0.05 ns.

** Clock network
- As reported, the later end of the worst-skew pair has a clock insertion delay of approximately 0.92 ns.
- CTS root buf :: sky130_fd_sc_hd__clkbuf_16
- CTS tree :: yes
- Number of buffers between clock root and the deepest sink :: 4
- TritonCTS created around 240 clock buffers.
- CTS clk-pin slew, worst paths :: ~0.070 ns
- Clk sink count :: ~2300
- Number of H-tree levels :: 4

** Flow run
- Max-capacitance violation count :: 0
- Count of tool warnings :: 29

** Floorplan
- Standard-cell row count :: 191
- The chip occupies between 200000 and 300000 um^2.
- The floorplan step set the die height to about 530 um.
- Per the OpenROAD floorplan log, the width of the die is roughly 530 um.
- At the floorplan stage, the core utilization is reported as 0.404.
- Per the OpenROAD floorplan log, the area of the core is between 200000 and 300000 um^2.
- Total I/O pin count :: between 300 and 400

** Critical path
- Flop2flop setup slack :: approximately 0.06 ns
- The critical path in this run is classified as reg -> out.
- Kind of launch point of the worst setup path :: flop
- The worst setup path is captured at a primary output.
- The critical path maximum fanout is 2.
- The required time at the worst endpoint is listed as between 1.5 and 2 ns.
- Arrival time of the worst setup path :: around 1.9 ns

** Drt
- Vias after detailed routing :: between 60000 and 70000
- The script parses the final routing iteration and logs DRC violations as 0.
- First drt pass iteration count :: 7
- After the first detailed-routing iteration, the DRC count stood at roughly 4300.
- Once detail routing completed, the nets flagged for antenna violations numbered 0.
- WL/cell :: ~35 um
- The script logs the ratio of routed vias to standard cells as 5.99.
- Wires add up to between 300000 and 400000 um.

** Global routing
- Per the GRT congestion report, total overflow comes to 0.
- Wire length of the first global-routing pass :: 542000 um
- Largest net degree at the start of global routing :: between 80 and 90
- Via count of the first global-routing pass :: ~73000
- Aggregate global-route resource usage :: 0.306
- The number of antenna violations at the first check in global routing came to 23.

** Placed design
- Final RePlAce weighted congestion :: 0.945
- Worst slack, placed :: -0.984 ns
- The HPWL after detailed placement is between 200000 and 300000 um.
- # port buffers :: approximately 390

** Layout
- Of the cells placed in the final design, the portion with a size suffix greater than 1 is 0.349.
- Area Overhead vs Synth :: 22.7%

** Hold path
- Path category of the worst min-delay check :: in -> reg
==> per-stage QoR <==
step	std cells	util	TNS (ns)	instance area, um^2	hold WS, ns
after floorplan	6388	-	-130.82	110000	0.144
after detailed placement	10602	0.466	-541.20	127000	0.463
after CTS	11100	0.495	-0.321	135000	0.00298
final	11114	0.496	-0.0992	135000	0.0238
after global routing	11109	0.496	-0.638	135000	0.0115
after global placement	10601	0.466	-513.20	127000	0.458
==> synth_stat cells, types with 10 or more instances <==
cell type and count:
sky130_fd_sc_hd__nand2b_1 10, sky130_fd_sc_hd__nor2b_1 17, sky130_fd_sc_hd__o22a_1 14, sky130_fd_sc_hd__o221ai_1 33, sky130_fd_sc_hd__mux2i_1 278, sky130_fd_sc_hd__nand2_1 50
sky130_fd_sc_hd__mux2_2 79, sky130_fd_sc_hd__o21ai_0 152, sky130_fd_sc_hd__clkbuf_1 387, sky130_fd_sc_hd__and2_1 1027, sky130_fd_sc_hd__o21bai_1 105, sky130_fd_sc_hd__a221oi_1 104
sky130_fd_sc_hd__dfrtp_1 235, sky130_fd_sc_hd__o41ai_1 24, sky130_fd_sc_hd__a22oi_1 10, sky130_fd_sc_hd__mux4_2 997, sky130_fd_sc_hd__nor2_1 177, sky130_fd_sc_hd__buf_6 29
sky130_fd_sc_hd__buf_2 117, sky130_fd_sc_hd__o22ai_1 111, sky130_fd_sc_hd__buf_4 79, sky130_fd_sc_hd__or2_2 18, sky130_fd_sc_hd__edfxtp_1 2048, sky130_fd_sc_hd__buf_1 19
sky130_fd_sc_hd__a21oi_1 51, sky130_fd_sc_hd__a22o_1 118
==> final cells by class <==
cell class / count / area (um^2)
Fill cell: 21715 / 137000
Sequential cell: 2283 / 67500
Multi-Input combinational cell: 3463 / 40200
Timing Repair Buffer: 1349 / 14800
Clock buffer: 333 / 6720
Tap cell: 3570 / 4470
Clock inverter: 107 / 1040
Antenna cell: 8 / 20.0
Inverter: 1 / 3.75
==> worst max-delay path, stage by stage, from the launching register on <==
cell and delay [ns]:
sky130_fd_sc_hd__dfrtp_1 0.39, sky130_fd_sc_hd__buf_6 0.13, sky130_fd_sc_hd__nor4_4 0.23, sky130_fd_sc_hd__nand2_1 0.07
sky130_fd_sc_hd__buf_2 0.12
==> placed cells by master (no fill, tap or decap), types with 79 or more instances in the layout <==
| cell | n |
|---|---|
| sky130_fd_sc_hd__o21bai_1 | 105 |
| sky130_fd_sc_hd__clkdlybuf4s50_1 | 97 |
| sky130_fd_sc_hd__buf_4 | 618 |
| sky130_fd_sc_hd__and2_1 | 1025 |
| sky130_fd_sc_hd__mux2i_1 | 278 |
| sky130_fd_sc_hd__nor2_1 | 115 |
| sky130_fd_sc_hd__o21ai_0 | 120 |
| sky130_fd_sc_hd__o22ai_1 | 111 |
| sky130_fd_sc_hd__dfrtp_1 | 172 |
| sky130_fd_sc_hd__dlygate4sd2_1 | 222 |
| sky130_fd_sc_hd__buf_12 | 326 |
| sky130_fd_sc_hd__a22o_1 | 118 |
| sky130_fd_sc_hd__clkbuf_16 | 247 |
| sky130_fd_sc_hd__edfxtp_1 | 2048 |
| sky130_fd_sc_hd__a221oi_1 | 102 |
| sky130_fd_sc_hd__mux2_2 | 79 |
| sky130_fd_sc_hd__mux4_2 | 997 |
==> worst paths after layout <==
check                                           end  cells after the start          startpoint
worst max-delay path                         is_FOP                      4              floadr
worst min-delay path            rf.Register[26][11]                      2         ResultW[11]
worst max register to register           RD1_D_r[2]                      4  rf.Register[21][2]
worst min register to register       Imm_Ext_D_r[1]                      2      Imm_Ext_D_r[1]
max in group asynchronous               RD2_D_r[12]                      5                 rst
min in group asynchronous              FRD2_D_r[11]                      3                 rst
==> per-layer routing <==
metal	global-route usage	share of wire
met3	0.237	0.18
met4	0.141	0.061
met5	0.0298	0.0023
met1	0.336	0.30
met2	0.436	0.46
==> timing repair <==
action | in CTS | in global routing
hold buffers | 6 | 0
gates resized | 333 | 45
endpoints found under the hold margin | 145 | 0
buffers inserted | 52 | 3
pin swaps | 1 | 1
gates cloned | 0 | 3
setup endpoints to repair | 257 | 24
==> power breakdown <==
part	switching [uW]	leakage [uW]	internal (uW)
sequential	1220	0.0218	49100
combinational	6350	0.0220	5850
clock	17200	0.00381	23400
==> flip-flops by register name, summed over array words and instances, names as in the netlist, 12 cells and up <==
name	cells
Imm_Ext_D_r	12
FRD1_D_r	32
FRD2_D_r	32
frf.F_register	1024
RD1_D_r	32
RD2_D_r	32
PCD_r	32
PCPlus4D_r	32
rf.Register	1024
==> cell families (layout without fill, tap and decap cells) <==
group / Yosys count / after routing
compound gates: 739 / 739
buf+inv: 642 / 1790
other cells: 1 / 40
simple gates: 1338 / 1338
flops: 2283 / 2283
mux: 1354 / 1354
Power figures rest on the tool's default switching activity, not on a simulated workload.
